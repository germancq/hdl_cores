[flow/run.sh]
#!/bin/bash
# OpenROAD 26Q1-2900-gdf79404cd8, Yosys 0.63+post, stock flow scripts
make -C /OpenROAD-flow-scripts/flow DESIGN_CONFIG=/design/flow/config.mk WORK_HOME=/design/flow/orfs finish
[flow/config.mk]
export PLATFORM = sky130hd
export DESIGN_NAME = memory_module
export DESIGN_NICKNAME = memory_module
export VERILOG_FILES = /design/flow/design.v
export SDC_FILE = /design/flow/constraint.sdc
export NUM_CORES = 4
export LEC_CHECK = 1
export CORE_UTILIZATION = 50
[flow/constraint.sdc]
current_design memory_module

set clk_period 8.0
set clk_io_pct 0.2

create_clock -name clk0 -period $clk_period [get_ports {clk}]

set non_clock_inputs [all_inputs -no_clocks]
set_input_delay [expr $clk_period * $clk_io_pct] -clock clk0 $non_clock_inputs
set_output_delay [expr $clk_period * $clk_io_pct] -clock clk0 [all_outputs]
[flow/design.v]
module memory_module
#(
    parameter ADDR = 5,
    parameter DATA_WIDTH = 64
)
(
    input clk,
    input r_w,
    input [ADDR-1:0] addr,
    input [DATA_WIDTH-1:0] din,
    output logic [DATA_WIDTH-1:0] dout
);
logic [DATA_WIDTH-1:0]  memory_ [2**ADDR-1:0];
always_ff @(posedge clk) begin
    if (r_w == 1) begin
        memory_[addr] <= din;
    end
    else begin
        dout <= memory_[addr];
    end
end
endmodule : memory_module
==> run summary <==
yosys + openroad results -> Final Non-Filler Cells 6,672, fin crit share 60.3%, clk slew on worst S/H paths 0.06 ns, top cells, area edfxtp_1, mux2i_1, o22ai_1, buf_2, nor4_1, total negative setup slack 0 ns, Synth Seq Share 79.7%, Root Buffer Master clkbuf_16, FF-to-FF setup slack 5.97 ns, adder share 0%, drt wl/cell 30.2 µm, most frequent cell after synthesis edfxtp_1, GRT Total Usage 28.2%, via count 40.3k, Slew HR 26.9%, I/O pin cnt 135, # placed instances 6,292, die area 161,000 µm², CTS tree built, crit-path most repeated cell buf_4, yosys stat cell total 4,137, core area 157,000 µm², Crit path max-delay family buffers and inverters, aoi share 4.03%, post-route cell area 90,300 µm², Sink Count 2,112, cell type with the largest total area edfxtp_1, total CTS buffers 209, Hold Crit Endpoint dout[18], status completed, Tot Pwr 22.3 mW, cell count after synthesis 4,137, yosys xor share 0%, Die W 401 µm, MaxCap Viol Count 0, Worst Tran Pin Value 1.09 ns, dpl ws 2.36 ns, Final Wtd Congestion 0.827, CTS Buffer Depth 3, Syn Area/Cell 19.2 µm², CTS HTree Levels 4, Cell Type Count 23, Synth-to-Final Area Change 13.6%, post-CTS sizing 0, CP bufs+invs 4, die height 401 µm, Worst setup SP type primary input, Synth flops 2,112, global route overflow 0, worst hold slack 0.720 ns, reg2reg start memory_[12][45], kind of critical path in2reg, Main synth FF type edfxtp_1, Tmin final 4.82 ns, Cell Area, Synth 79,500 µm², layout cells sized above 1 10.8%, Final Max Tran Viols 0, Log Warnings 26, mux share 12.9%, Max VDD drop 210 µV, comb area leader multiplexers, clock skew 0.0274 ns, final setup margin 3.18 ns, FMAX 0.207 GHz, area of placed instances 84,100 µm², CP peak stage delay 0.77 ns, postcts setup bufs 0, antenna violations before repair 5, I/O Buffers 134, crit-path max FO 75, Worst Setup End Kind register, cell area power density 247 nW/µm², gr busiest metal met1, grt met3 use 20.4%, average via count per standard cell 6.04, final wirelength 201,000 µm, met1 Use GR 39.8%, final hold vios 0, Util after Layout 57.5%, routing usage on met2 39.2%, Worst Hold Depth 4, Data arrival, critical path 5.35 ns, synth cell count leaders edfxtp_1, mux2i_1, o22ai_1, Worst EP required 8.53 ns, Latency at later pin 0.82 ns, yosys simple share 1.77%, Detailed Place HPWL 108,000 µm, unrepaired setup endpoints after global routing false, # hold bufs at CTS 0, synth warn 1, Detail Route Antenna Nets 0, DRT iter0 DRCs 2,546, Top cell area share 79.7%, Setup violations, final 0, FP Rows 145, number of global-route vias before repair 41.6k, yosys synthesis chip area 79,500 µm², Post-synth EDFFs 2,112, Tightest Hold Check Type reg2reg, Leakage 31.0 nW, ys async rst share 0%, drc violations 0, Hold Path Origin memory_[5][18], first-pass GRT wire length 290,000 µm, R2R Path End dout[45], CP Cell Sequence buf_16 -> buf_4 -> buf_4 -> buf_4 -> mux2i_1 -> o22ai_1 -> nor4_1 -> nand2_1, largest net degree at the start of global routing 93, DRT Pass-1 Iters 6, Initial Util 50.6%, Slowest-stage cell, CP nor4_1, worst reg2reg path depth 4
[cell families after synthesis]
| family | after synthesis |
|---|---|
| AND-OR/OR-AND | 512 |
| multiplexers | 1024 |
| buffers and inverters | 236 |
| AND/OR/NAND/NOR | 253 |
| flip-flops | 2112 |
[metal layers]
| layer | share of wire, % | wire (µm) |
|---|---|---|
| met2 | 46 | 92100 |
| met4 | 2.4 | 4860 |
| met5 | 0.019 | 38 |
| met3 | 17 | 33800 |
| met1 | 35 | 70600 |
[sequential cells by signal (all words and copies together) (netlist names)]
register  flops
dout         64
memory_    2048
[worst min-delay path, stage by stage (launching register included)]
cell and delay [ns]:
edfxtp_1 0.31, mux2i_1 0.06, o22ai_1 0.12, nor4_1 0.07, nand2_1 0.06
[power breakdown]
part	internal, mW	switching (mW)	leakage, nW
Sequential	12.4	0.0519	19.1
Combinational	0.366	0.633	8.93
Clock	4.95	3.97	3.00
Total	17.7	4.65	31.0
[worst max path at each step]
stage,startpoint,endpoint,slack [ns],cells after the start
after CTS,addr[1],dout[19],3.19,8
after global routing,addr[1],dout[19],3.04,8
final,addr[1],dout[19],3.18,8
[final cells by class]
type	count	area [µm²]
multi-input cells	1789	15200
clock buffers	276	5590
clock inverters	103	602
diodes	1	2.50
fillers	11500	66800
inverters	1	6.26
well taps	2058	2570
flip-flops and latches	2112	63400
repair buffers	332	2910
[cell usage in the layout (no fill, tap or decap), types with 2 or more instances in the layout]
master / netlist / layout
inv_6: 0 / 5
nor4_1: 128 / 128
clkbuf_16: 0 / 214
clkinvlp_4: 0 / 3
clkinv_16: 0 / 2
buf_4: 15 / 193
nand2_1: 66 / 66
nand3b_1: 4 / 4
clkinv_4: 0 / 3
or4b_4: 1 / 4
mux2i_1: 1024 / 1024
or3_1: 2 / 2
bufinv_16: 0 / 2
edfxtp_1: 2112 / 2112
clkbuf_1: 42 / 62
nand3_1: 2 / 2
clkinv_2: 0 / 24
or3b_2: 2 / 2
clkinv_1: 0 / 62
nand4bb_4: 0 / 6
nor3_2: 0 / 3
o22ai_1: 512 / 512
buf_12: 0 / 5
nand4b_1: 4 / 4
nor2_4: 0 / 28
clkdlybuf4s50_1: 0 / 133
No activity file was given, so power comes from the tool's default toggle rates.
