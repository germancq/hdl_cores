<file path="flow/run.sh">
#!/bin/bash
# OpenROAD 26Q1-2900-gdf79404cd8, Yosys 0.63+post, stock flow scripts
make -C /OpenROAD-flow-scripts/flow DESIGN_CONFIG=/design/flow/config.mk WORK_HOME=/design/flow/orfs finish
</file>
<file path="flow/config.mk">
export PLATFORM = sky130hd
export DESIGN_NAME = display
export DESIGN_NICKNAME = display
export VERILOG_FILES = /design/flow/design.v
export SDC_FILE = /design/flow/constraint.sdc
export NUM_CORES = 4
export LEC_CHECK = 1
export CORE_UTILIZATION = 30
</file>
<file path="flow/constraint.sdc">
current_design display

set clk_period 4.5
set clk_io_pct 0.2

create_clock -name clk0 -period $clk_period [get_ports {clk}]

set non_clock_inputs [all_inputs -no_clocks]
set_input_delay [expr $clk_period * $clk_io_pct] -clock clk0 $non_clock_inputs
set_output_delay [expr $clk_period * $clk_io_pct] -clock clk0 [all_outputs]
</file>
<file path="flow/design.v">
module counter
    #(parameter DATA_WIDTH = 8)
    (
        input clk,
        input rst,
        input up,
        input down,
        input [DATA_WIDTH-1 : 0] din,
        output logic [DATA_WIDTH -1 : 0] dout
    );
always_ff @(posedge clk) 
begin
    if(rst == 1)
        begin
            dout <= din;
        end
    else if (up == 1) 
        begin
            dout <= dout + 1;
        end    
    else if (down == 1) 
        begin
            dout <= dout - 1;
        end                
end
endmodule : counter
module display
  #(parameter N = 32,
    parameter CLK_HZ = 100000000)
  (
    input clk,
    input rst,
    input [N-1:0] din,
    output [(N>>2)-1:0] an,
    output [6:0] seg
  );
    logic [$clog2(N>>2)-1:0] an_gen;
    div_clk_module #(.N(N)) div_clk_module_inst(
    .clk(clk),
    .rst(rst),
    .div($clog2(CLK_HZ)-$clog2(200)-1),
    .an_gen_o(an_gen)
    );
    logic [3:0] din_i [(N>>2)-1:0];
    genvar i;
    generate
        for (i=0;i<(N>>2);i=i+1) begin
            assign din_i[i] = din[(i<<2)+3:(i<<2)];
        end
    endgenerate
    dec_to_7_seg dec_to_7_seg_inst(
    .rst(rst),
    .din(din_i[an_gen]),
    .seg(seg)
    );
    an_gen #(.N(N)) an_gen_inst(
    .rst(rst),
    .an_gen_i(an_gen),
    .an(an)
    );
endmodule : display
module div_clk_module
    #(parameter N = 32)
    (
        input clk,
        input rst,
        input [31:0] div,
        output [$clog2(N>>2)-1:0] an_gen_o
    );
    logic [31:0] contador_o;
    counter #(.DATA_WIDTH(32)) div_clk_counter(
        .clk(clk),
        .rst(rst),
        .up(1'b1),
        .down(1'b0),
        .din(32'h0),
        .dout(contador_o)
    );
    genvar i;
    generate
        for (i=0;i<$clog2(N>>2);i=i+1) begin
            assign an_gen_o[i] = contador_o[div+i];
        end
    endgenerate
endmodule
module an_gen
  #(parameter N = 32)
  (
    input rst,
    input [$clog2(N>>2)-1:0] an_gen_i,
    output logic [(N>>2)-1:0] an
  );
    always_comb begin
        an = {(N>>2){1'b1}};
        if(~rst)
            begin
            an = ({(N>>2){1'b1}}) ^ (1'b1<<an_gen_i);
            end
    end
endmodule : an_gen
module dec_to_7_seg(
  input rst,
  input [3:0] din,
  output logic [6:0] seg
  );
  always_comb
  begin
    if(rst)
      seg = 7'b0000000;
    else
      begin
        case(din)
          0:seg = 7'b1000000; 
          1:seg = 7'b1111001; 
          2:seg = 7'b0100100; 
          3:seg = 7'b0110000; 
          4:seg = 7'b0011001; 
          5:seg = 7'b0010010; 
          6:seg = 7'b0000010; 
          7:seg = 7'b1111000; 
          8:seg = 7'b0000000; 
          9:seg = 7'b0010000; 
          'hA:seg = 7'b0001000;
          'hB:seg = 7'b0000011;
          'hC:seg = 7'b1000110;
          'hD:seg = 7'b0100001;
          'hE:seg = 7'b0000110;
          'hF:seg = 7'b0001110;
        endcase
      end
  end
endmodule : dec_to_7_seg
</file>
==> impl_metrics.json <==
{
  "status": "completed",
  "yosys-stat-cells": 202,
  "grt_setup_unrepaired": "false",
  "use_met1_pct": 21.49,
  "slew_viol_final": 0,
  "synth.ff_latch_count": 21,
  "yosys_warnings": 6,
  "dieArea_sq_um": 5660,
  "initCoreUtil_pct": 31.30,
  "core.rowCount": 26,
  "finalWeightedCongestion": 0.8617,
  "tritoncts": "yes",
  "openroad.warnings": 31,
  "worst_slew_pin_slew_ns": 0.7744,
  "path_max_fanout": 3,
  "floorplan.io_pins": 49,
  "post_synth_num_cell_types": 45,
  "root_buffer": "sky130_fd_sc_hd__clkbuf_8",
  "startpoint_type": "input port",
  "final_design_area_no_fill_sq_um": 2260,
  "flow.area_growth_from_synthesis_pct": 40.44,
  "portBuffers": 48,
  "grt_util_met2_pct": 23.62,
  "antenna_found_initial": 0,
  "final.min_clock_period_ns": 4.314,
  "cts-root-to-sink-buffers": 2,
  "detailed_place.area_sq_um": 2166,
  "post_cts_setup_driven_buffer_insertion_count": 0,
  "ys_chip_area_sq_um": 1609,
  "die_x_microns": 75.24,
  "dp_worst_setup_slack_ns": 0.01320,
  "post_cts_hold_fix_buffer_tally": 0,
  "worstSkewPairLatency_ns": 0.26,
  "core_area_sq_um": 5140,
  "worst_ir_drop_vdd_mv": 0.2470,
  "h-tree-depth": 1,
  "grt_util_all_layers_pct": 14.47,
  "clock_skew_ns": 0.004627,
  "most_common_cell": "sky130_fd_sc_hd__nor2_1",
  "met3_usage_pct": 2.578,
  "worst_ep_required_time_ns": 3.60,
  "grt_remaining_overflow": 0,
  "regMostFlops": "div_clk_module_inst.div_clk_counter.dout",
  "grt_pass1_vias": 1369,
  "largestRegisters": "div_clk_module_inst.div_clk_counter.dout x21",
  "post_drt_wl_per_cell_microns": 12.48,
  "synth-seq-area-share_pct": 26.13,
  "max-slew-margin-rel_pct": 48.30,
  "synthesis.instances": 202,
  "synth-async-reset-ratio_pct": 0,
  "enable_flop_cells": 0,
  "setup_viol": 0,
  "critical_path_class": "in2out",
  "vias_per_cell": 4.842,
  "yosys.area.top_type_share_pct": 26.13,
  "timing.final.hold_violations": 0,
  "leakagePower_nw": 0.8796,
  "grt_busiest_layer": "met2",
  "final_min_period_over_clock_period_pct": 95.86,
  "worst-endpoint-arrival_ns": 3.41,
  "synth_top_area_cells": "sky130_fd_sc_hd__dfxtp_1 26%, sky130_fd_sc_hd__nor2_1 6.5%, sky130_fd_sc_hd__ha_1 6.2%, sky130_fd_sc_hd__xnor2_1 6.0%, sky130_fd_sc_hd__mux2i_1 4.4%",
  "drcViolationCount": 0,
  "floorplan.die.height_microns": 75.24,
  "grt_first_pass_wirelength_microns": 6237,
  "path_clk_slew_ns": 0.07,
  "postSynthAreaPerCell_sq_um": 7.966,
  "post_cts_resized": 0,
  "wirelength_microns": 4019,
  "layout_setup_ws_ns": 0.1865,
  "fin_tns_setup_ns": 0,
  "numCtsBuffers": 3,
  "maximum_achievable_frequency_mhz": 231.8,
  "netlist.top_cell.by_area": "sky130_fd_sc_hd__dfxtp_1",
  "via_count": 1559,
  "grt_start_max_net_pins": 29,
  "antenna_left": 0,
  "worst_hold_path_type": "reg2reg",
  "top_cells_by_instance_count_after_synthesis": "28 x sky130_fd_sc_hd__nor2_1, 21 x sky130_fd_sc_hd__dfxtp_1, 13 x sky130_fd_sc_hd__nand2_1",
  "firstDrtPassIters": 4,
  "powerDensity_nw_per_um2": 175.2,
  "cts_sinks": 21,
  "max_reg_flops": 21,
  "route.antenna.diode_count": 0,
  "final_core_util_pct": 43.96,
  "design_power_total_mw": 0.3958,
  "max_cap_violations": 0,
  "syn_area_sq_um": 1609,
  "crit_path_end_kind": "output port",
  "synthFlopType": "sky130_fd_sc_hd__dfxtp_1",
  "layout-drive-gt1-share_pct": 11.11,
  "drt_first_iter_violations": 97,
  "place.detailed.hpwl_microns": 3049
}
[area by class of cell]
class	instances	area [sq um]
multi-input cells	157	1094
inverters	12	45.04
well taps	70	87.58
clock buffers	4	45.04
flip-flops and latches	21	420.4
fillers	526	2880
repair buffers	58	568.0
[layout by cell type (no fill, tap or decap), types with 2 or more instances in the layout]
cell type / n
sky130_fd_sc_hd__nand3_1: 9
sky130_fd_sc_hd__nor3_1: 7
sky130_fd_sc_hd__a21oi_1: 7
sky130_fd_sc_hd__dfxtp_1: 21
sky130_fd_sc_hd__inv_1: 11
sky130_fd_sc_hd__nand2_1: 13
sky130_fd_sc_hd__ha_1: 8
sky130_fd_sc_hd__nor2b_1: 6
sky130_fd_sc_hd__nand4_1: 4
sky130_fd_sc_hd__dlymetal6s2s_1: 5
sky130_fd_sc_hd__or3_1: 3
sky130_fd_sc_hd__buf_4: 10
sky130_fd_sc_hd__a221oi_1: 2
sky130_fd_sc_hd__clkbuf_8: 3
sky130_fd_sc_hd__nor3b_1: 3
sky130_fd_sc_hd__clkdlybuf4s50_1: 43
sky130_fd_sc_hd__and3_1: 3
sky130_fd_sc_hd__o22ai_1: 4
sky130_fd_sc_hd__mux2_2: 5
sky130_fd_sc_hd__xnor2_1: 11
sky130_fd_sc_hd__and4_1: 2
sky130_fd_sc_hd__xor2_1: 6
sky130_fd_sc_hd__mux2i_1: 7
sky130_fd_sc_hd__a21oi_2: 2
sky130_fd_sc_hd__a221oi_2: 3
sky130_fd_sc_hd__a311oi_1: 2
sky130_fd_sc_hd__nor2_1: 28
sky130_fd_sc_hd__a211oi_1: 4
sky130_fd_sc_hd__o21ai_0: 4
[path summary, 6_finish.rpt]
path / from / end / slack [ns] / cells after the start
max: din[0] / seg[0] / 0.19 / 12
min: div_clk_module_inst.div_clk_counter.dout[0] / div_clk_module_inst.div_clk_counter.dout[0] / 0.47 / 1
max reg2reg: div_clk_module_inst.div_clk_counter.dout[0] / div_clk_module_inst.div_clk_counter.dout[20] / 2.63 / 6
min reg2reg: div_clk_module_inst.div_clk_counter.dout[0] / div_clk_module_inst.div_clk_counter.dout[0] / 0.47 / 1
[worst max-delay path: stages]
cell and delay (ns):
sky130_fd_sc_hd__clkdlybuf4s50_1 0.47, sky130_fd_sc_hd__or3b_1 0.34, sky130_fd_sc_hd__a21oi_1 0.16, sky130_fd_sc_hd__a221oi_2 0.07
sky130_fd_sc_hd__inv_1 0.09, sky130_fd_sc_hd__buf_4 0.11, sky130_fd_sc_hd__ha_1 0.20, sky130_fd_sc_hd__inv_1 0.08
sky130_fd_sc_hd__a211oi_1 0.27, sky130_fd_sc_hd__a21oi_1 0.08, sky130_fd_sc_hd__o22ai_1 0.16, sky130_fd_sc_hd__clkdlybuf4s50_1 0.48
[power breakdown]
group	total [mW]	leakage (nW)	switching (mW)	internal (mW)
Sequential	0.190	0.170	0.00200	0.188
Combinational	0.0849	0.687	0.0313	0.0536
Clock	0.121	0.0228	0.0579	0.0630
Total	0.396	0.880	0.0912	0.305
[logic make-up after synthesis]
group	after synthesis	synth area share (%)
fa+ha+maj	8	6.221
buf+inv	24	8.164
flops	21	26.13
compound gates	36	16.64
simple gates	84	25.74
xor+xnor	17	9.253
mux	12	7.854
[through the flow]
| stage | hold WS [ns] | std cells |
|---|---|---|
| floorplan | 0.4261 | 202 |
| global placement | 0.4459 | 318 |
| detailed placement | 0.4569 | 318 |
| CTS | 0.4739 | 322 |
| global route | 0.5225 | 322 |
| finish | 0.4706 | 322 |
[routing by layer]
metal / vias up / wire (microns) / share of wire, %
li1: 813 / - / -
met1: 693 / 2001 / 50
met2: 51 / 1631 / 41
met3: 2 / 373 / 9.3
met4: 0 / 12 / 0.30
met5: - / 0 / 0
Power and IR drop assume default switching activity.
